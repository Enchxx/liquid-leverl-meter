`config.mk`:
```
export PLATFORM = sky130hd
export DESIGN_NAME = top
export DESIGN_NICKNAME = top
export VERILOG_FILES = /design/flow/design.v
export SDC_FILE = /design/flow/constraint.sdc
export NUM_CORES = 4
export LEC_CHECK = 1
export CORE_UTILIZATION = 40
```
`constraint.sdc`:
```
current_design top

set clk_period 6.3
set clk_io_pct 0.2

create_clock -name clk0 -period $clk_period [get_ports {clk_100MHz}]

set non_clock_inputs [all_inputs -no_clocks]
set_input_delay [expr $clk_period * $clk_io_pct] -clock clk0 $non_clock_inputs
set_output_delay [expr $clk_period * $clk_io_pct] -clock clk0 [all_outputs]
```
`design.v`:
```
`timescale 1ns / 1ps
module alarm_to_7seg(
    input reset,
    input [2:0] input_data,
    output reg [7:0] output_data
    );
    always @(*) begin
        if(reset) begin
            output_data <= 8'b1111_1111;
        end else begin
            case(input_data)
                3'b001: output_data = 8'b1110_0011;  
                3'b000: output_data = 8'b1100_0101;  
                3'b010: output_data = 8'b1001_0001;  
                3'b100: output_data = 8'b0110_0001;  
                3'b110: output_data = 8'b0110_0001;  
                3'b101: output_data = 8'b0110_0001;  
                default: output_data = 8'b1111_1111;  
            endcase
        end
    end
endmodule
`timescale 1ns / 1ps
module bcd_to_7seg(
    input reset,
    input [3:0] input_data,
    input blank,
    output reg [7:0] output_data,
    output reg blank_out
    );
    always @(*) begin
        if (reset) begin
            blank_out = 1'b0;
            output_data <= 8'b1111_1111;
        end else begin
            blank_out = 1'b0;
            case(input_data)
                4'b0000: begin 
                    if(blank) begin
                        output_data = 8'b1111_1111;
                        blank_out = 1'b1;
                    end else begin
                        output_data = 8'b0000_0011;  
                        blank_out = 1'b1;
                    end
                end
                4'b0001: output_data = 8'b1001_1111;  
                4'b0010: output_data = 8'b0010_0101;  
                4'b0011: output_data = 8'b0000_1101;  
                4'b0100: output_data = 8'b1001_1001;  
                4'b0101: output_data = 8'b0100_1001;  
                4'b0110: output_data = 8'b0100_1001;  
                4'b0111: output_data = 8'b0001_1111;  
                4'b1000: output_data = 8'b0000_0001;  
                4'b1001: output_data = 8'b0000_1001;  
                default: output_data = 8'b1111_1111;  
            endcase
        end
    end
endmodule
`timescale 1ns / 1ps
module clock_manager(
    input clk_100MHz,
    input reset,
    output clk_1kHz,
    output clk_1Hz,
    output led_pwm
    );
    reg [16:0] Q1;
    reg [26:0] Q2;
    always @(posedge clk_100MHz or posedge reset) begin
        if(reset) begin
            Q1 = 17'd0;
        end else begin
        if(Q1 != 17'd99999)
            Q1 <= Q1 + 1;
        else
            Q1 <= 17'd0;
        end
    end
    always @(posedge clk_100MHz or posedge reset) begin
        if(reset) begin
            Q2 = 27'd0;
        end else begin
            if (Q2 != 27'd99999999)
                Q2 <= Q2 + 1;
            else
                Q2 <= 27'd0;
        end
    end
    assign clk_1kHz = (Q1 == 17'd99999) ? 1'b1 : 1'b0;
    assign clk_1Hz = (Q2 == 27'd99999999) ? 1'b1 : 1'b0;
    assign led_pwm = (Q2 < 27'd49999999) ? 1'b1 : 1'b0;
endmodule
`timescale 1ns / 1ps
module debouncer(
    input clk_100MHz,
    input clk_1kHz,
    input reset,
    input reset_button,
    input saveH_button,
    input saveL_button,
    output reg reset_button_out,
    output reg saveH_button_out,
    output reg saveL_button_out
    );
    reg prev_reset;
    reg prev_saveH;
    reg prev_saveL;
    always @(posedge clk_100MHz or posedge reset) begin
        if (reset) begin
            reset_button_out <= 0;
            saveH_button_out <= 0;
            saveL_button_out <= 0;
            prev_reset <= 0;
            prev_saveH <= 0;
            prev_saveL <= 0;
        end else if (clk_1kHz) begin
            reset_button_out <= reset_button & ~prev_reset;
            saveH_button_out <= saveH_button & ~prev_saveH;
            saveL_button_out <= saveL_button & ~prev_saveL;
            prev_reset <= reset_button;
            prev_saveH <= saveH_button;
            prev_saveL <= saveL_button;
         end
    end
endmodule
`timescale 1ns / 1ps
module display_controller(
    input  clk_100MHz,
    input  clk_1kHz,
    input  clk_1Hz,
    input  led_pwm,
    input  reset,
    input  input_error,
    input  GOET,
    input  LOET,
    input  [3:0] data_h,
    input  [3:0] data_t,
    input  [3:0] data_u,
    output reg [7:0] anodes,
    output reg [7:0] cathodes,
    output reg [2:0] LED1,
    output reg [2:0] LED2
    );
    reg [1:0] Q;
    wire [7:0] data_h_mux;
    wire [7:0] data_t_mux;
    wire [7:0] data_u_mux;
    wire [7:0] data_a_mux;
    wire blank_htt;
    bcd_to_7seg bcd_to_7seg_h (
    .reset (reset),
    .input_data (data_h),
    .blank (1'b1),
    .output_data (data_h_mux),
    .blank_out (blank_htt)
    );
    bcd_to_7seg bcd_to_7seg_t (
    .reset (reset),
    .input_data (data_t),
    .blank (blank_htt),
    .output_data (data_t_mux)
    );
    bcd_to_7seg bcd_to_7seg_u (
    .reset (reset),
    .input_data (data_u),
    .blank (1'b0),
    .output_data (data_u_mux)
    );
    alarm_to_7seg alarm_to_7seg (
    .reset (reset),
    .input_data ({input_error,GOET,LOET}),
    .output_data (data_a_mux)
    );
    always @(*) begin
    if (reset) begin
            anodes <= 8'd255;
            cathodes <= 8'd255;
            LED1 <= 3'd0;
            LED2 <= 3'd0;
        end else begin
            case(Q)
                2'b00: anodes <= 8'b0111_1111;
                2'b01: anodes <= 8'b1011_1111;
                2'b10: anodes <= 8'b1101_1111;
                2'b11: anodes <= 8'b1110_1111;
                default: anodes <= 8'b1111_1111;
            endcase
            case(Q)
                2'b00: cathodes <= data_h_mux;
                2'b01: cathodes <= data_t_mux;
                2'b10: cathodes <= data_u_mux;
                2'b11: cathodes <= data_a_mux;
                default: cathodes <= 8'b1111_1111;
            endcase 
            case({input_error,GOET,LOET})
                3'b000: LED1 <= {1'b0,1'b1,1'b0};  
                3'b001: LED1 <= {led_pwm,led_pwm,1'b0};  
                3'b010: LED1 <= {led_pwm,1'b0,1'b0};  
                3'b100: LED1 <= {1'b1,1'b0,1'b0};  
                3'b101: LED1 <= {1'b1,1'b0,1'b0};  
                3'b110: LED1 <= {1'b1,1'b0,1'b0};  
                default: LED1 <= {1'b0,1'b0,1'b0};  
            endcase
                LED2 <= LED1;
            end 
    end
    always @(posedge clk_100MHz or posedge reset) begin
        if (reset) begin
            Q <= 2'd0;
        end else begin
            if (clk_1kHz) begin
                if (Q != 2'd3)
                    Q <= Q + 1;
                else
                    Q <= 2'd0;
                end
            end
    end
endmodule
`timescale 1ns / 1ps
module sensors_input_module(
    input clk_100MHz,
    input reset,
    input [7:0] sensors_input,
    output reg [7:0] data,
    output reg input_error
    );
    reg [7:0] stored_data = 8'd0;
    always @(*) begin
        if (reset) begin
        stored_data <= 8'd0;
        input_error <= 1'b0;
        end else begin
            input_error <= 1'b0;
            case(sensors_input)
                8'b0000_0000: stored_data <= 8'b0000_0000;
                8'b0000_0001: stored_data <= 8'b0000_1100;
                8'b0000_0011: stored_data <= 8'b0001_1001;
                8'b0000_0111: stored_data <= 8'b0010_0110;
                8'b0000_1111: stored_data <= 8'b0011_0010;
                8'b0001_1111: stored_data <= 8'b0011_1111;
                8'b0011_1111: stored_data <= 8'b0100_1011;
                8'b0111_1111: stored_data <= 8'b0101_1000;
                8'b1111_1111: stored_data <= 8'b0110_0100;
                default: begin
                    stored_data <= 8'b0000_0000;
                    input_error <= 1'b1;
                end
            endcase
        end
    end
    always @(posedge clk_100MHz or posedge reset) begin
        if (reset) begin
            data <= 8'd0;
        end else begin
            data <= stored_data;
        end
    end
endmodule
`timescale 1ns / 1ps
module threshold_comparator(
    input clk_100MHz,
    input reset,
    input [7:0] sensor_data,
    input [7:0] high_threshold,
    input [7:0] low_threshold,
    output reg [3:0] data_h,
    output reg [3:0] data_t,
    output reg [3:0] data_u,
    output reg GOET,
    output reg LOET
    );
    always @(posedge clk_100MHz or posedge reset) begin
        if (reset) begin
            data_h <= 4'd0;
            data_t <= 4'd0;
            data_u <= 4'd0;
            GOET <= 1'd0;
            LOET <= 1'd0;
        end else begin
            if (sensor_data >= high_threshold) begin
                GOET <= 1'b1;
                LOET <= 1'b0;
            end else if (sensor_data <= low_threshold) begin
                GOET <= 1'b0;
                LOET <= 1'b1;
            end else begin
                GOET <= 1'b0;
                LOET <= 1'b0;
            end
            data_h <= sensor_data / 100;
            data_t <= (sensor_data % 100) / 10;
            data_u <= sensor_data % 10;
        end
    end 
endmodule
`timescale 1ns / 1ps
module threshold_programmer(
    input clk_100MHz,
    input reset,
    input saveH_button,
    input saveL_button,
    input [7:0] setup_input,
    output reg [7:0] high_threshold,
    output reg [7:0] low_threshold
    );
    reg input_error;
    reg [7:0] stored_data;
    always @(*) begin
        if (reset) begin
            input_error <= 1'b0;
            stored_data <= 8'd0;
        end else begin
            input_error <= 1'b0;
            case(setup_input)
                8'b0000_0000: stored_data <= 8'b0000_0000;
                8'b0000_0001: stored_data <= 8'b0000_1100;
                8'b0000_0011: stored_data <= 8'b0001_1001;
                8'b0000_0111: stored_data <= 8'b0010_0110;
                8'b0000_1111: stored_data <= 8'b0011_0010;
                8'b0001_1111: stored_data <= 8'b0011_1111;
                8'b0011_1111: stored_data <= 8'b0100_1011;
                8'b0111_1111: stored_data <= 8'b0101_1000;
                8'b1111_1111: stored_data <= 8'b0110_0100;
                default: begin
                    stored_data <= 8'b0000_0000;
                    input_error <= 1'b1;
                end
             endcase
         end
     end
     always @(posedge clk_100MHz or posedge reset) begin
        if (reset) begin
            high_threshold <= 8'd100;
            low_threshold <= 8'd0; 
        end else begin
            if (saveH_button & (setup_input > low_threshold) & ~input_error) begin
                high_threshold <= stored_data;
            end else if (saveL_button & (setup_input < high_threshold) & ~input_error) begin
                low_threshold <= stored_data; 
            end
        end 
     end
endmodule
`timescale 1ns / 1ps
module top(
    input clk_100MHz,
    input reset_button,
    input saveH_button,
    input saveL_button,
    input [7:0] sensors_input,
    input [7:0] setup_input,
    output [7:0] cathodes,  
    output [7:0] anodes,  
    output [2:0] LED1,  
    output [2:0] LED2  
    );
    wire clk_1kHz;
    wire clk_1Hz;
    wire led_pwm;
    wire reset;
    wire input_error;
    wire GOET;
    wire LOET;
    wire [7:0] high_threshold;
    wire [7:0] low_threshold;
    wire [7:0] sensor_data;
    wire [3:0] data_h;
    wire [3:0] data_t;
    wire [3:0] data_u;
    wire saveH_button_out;
    wire saveL_button_out;
    debouncer debouncer (
    .clk_100MHz (clk_100MHz),
    .clk_1kHz (clk_1kHz),
    .reset (reset),
    .reset_button (reset_button),
    .saveH_button (saveH_button),
    .saveL_button (saveL_button),
    .reset_button_out (reset),  
    .saveH_button_out (saveH_button_out),
    .saveL_button_out (saveL_button_out)
    );
    clock_manager clock_manager (
    .clk_100MHz (clk_100MHz),
    .reset (reset),
    .clk_1kHz (clk_1kHz),
    .clk_1Hz (clk_1Hz),
    .led_pwm (led_pwm)
    );
    sensors_input_module sensors_input_module (
    .clk_100MHz (clk_100MHz),
    .reset (reset),
    .sensors_input (sensors_input),
    .data (sensor_data),
    .input_error (input_error)
    );
    threshold_comparator threshold_comparator (
    .clk_100MHz (clk_100MHz),
    .reset (reset),
    .sensor_data (sensor_data),
    .high_threshold (high_threshold),
    .low_threshold (low_threshold),
    .data_h (data_h),
    .data_t (data_t),
    .data_u (data_u),
    .GOET (GOET),
    .LOET (LOET)
    );
    threshold_programmer threshold_programmer (
    .clk_100MHz (clk_100MHz),
    .reset (reset),
    .saveH_button (saveH_button_out),
    .saveL_button (saveL_button_out),
    .setup_input (setup_input),
    .high_threshold (high_threshold),
    .low_threshold (low_threshold)
    );
    display_controller display_controller (
    .clk_100MHz (clk_100MHz),
    .clk_1kHz (clk_1kHz),
    .clk_1Hz (clk_1Hz),
    .led_pwm (led_pwm),
    .reset (reset),
    .input_error (input_error),
    .GOET (GOET),
    .LOET (LOET),
    .data_h (data_h),
    .data_t (data_t),
    .data_u (data_u),
    .anodes (anodes),
    .cathodes (cathodes),
    .LED1 (LED1),
    .LED2 (LED2)
    ); 
endmodule
```
`run.sh`:
```
#!/bin/bash
# OpenROAD 26Q1-2900-gdf79404cd8, Yosys 0.63+post, stock flow scripts
make -C /OpenROAD-flow-scripts/flow DESIGN_CONFIG=/design/flow/config.mk WORK_HOME=/design/flow/orfs finish
```
==> results.py <==
# Flow results
metrics = {
    "clock_tree": {
        "cts_hold_buf": 0,
        "root_buffer": "clkbuf_16",
        "cts_resized": 0,
        "clock-sinks": 84,
        "clock.latency.late_pin_ns": 0.34,
        "clockBufferDepth": 2,
        "cts_tree": "yes",
        "cts.reportedPaths.clkPinSlew_ns": 0.06,
        "cts.htree.levels": 3,
        "numCtsBuffers": 9,
        "post_cts_buffers": 0,
    },
    "worst_setup_path": {
        "worstSetupStartpointType": "primary input",
        "path_max_fanout": 6,
        "end_kind": "output port",
        "crit_type": "in -> out",
        "arrival_ns": 4.41,
        "required_ns": 5.04,
    },
    "synthesis": {
        "avgSynthCellArea_um2": 8.71,
        "yosys_area_um2": 5950,
        "numSynthFlops": 84,
        "synth_area_um2": 5950,
        "synth-main-ff-cell": "dfrtp_1",
        "ys_cells": 683,
        "area_leaders": "dfrtp_1 34%, ha_1 8.2%, nor2_1 4.5%, nand2_1 4.1%, xnor2_1 3.2%",
        "synth_cell_types": 75,
        "edf_count": 0,
        "synth_cells": 683,
        "top_area_share_pct": 34.1,
        "yosysWarningCount": 9,
        "ys_async_sr_fraction_pct": 100,
        "top_area_cell": "dfrtp_1",
        "ys_seq_share_pct": 35.4,
    },
    "final_timing": {
        "layout_setup_ws_ns": 0.632,
        "setup_viol": 0,
        "relSlewSlack_pct": 41.2,
        "finalHoldViolCount": 0,
        "finalCritPeriodShare_pct": 90.0,
        "worst_pin_slew_ns": 0.882,
        "rsz0062_at_grt": "no",
        "fin_tns_setup_ns": 0,
        "finalClockSkew_ns": 0.00678,
        "fmaxAchievable_mhz": 176,
        "layout_min_cycle_time_ns": 5.67,
        "drv_slew": 0,
    },
    "power_and_ir_drop": {
        "leakage_nw": 2.81,
        "power_density_nw_per_um2": 168,
        "finalPower_mw": 1.12,
        "ir_drop_mv": 0.214,
    },
    "final_layout": {
        "nFillCells": 1342,
        "fin_cells": 893,
        "drive_gt1_share_pct": 8.04,
        "seqCellArea_um2": 2110,
        "area_delta_synth_final_pct": 12.5,
        "combGateArea_um2": 3520,
    },
    "global_route": {
        "grt_start_max_net_pins": 47,
        "overflow": 0,
        "met3_usage_pct": 3.74,
        "use_met1_pct": 29.0,
        "grt_busiest_layer": "met1",
        "met2_usage_pct": 27.0,
        "antenna_found_initial": 0,
        "gr-usage-all-layers_pct": 18.3,
        "grt_pass1_vias": 4382,
        "grt_pass1_wl_um": 21800,
    },
    "die": {
        "core_region_area_um2": 14500,
        "rows": 44,
        "ioPinCount": 42,
        "die_width_um": 124,
        "initCoreUtil_pct": 40.9,
        "dieHeight_um": 124,
        "chip_area_um2": 15400,
    },
    "placement": {
        "dp.final_hpwl_um": 9070,
        "post-place-ws_ns": 0.710,
        "numPortBuffers": 34,
        "gp_congestion": 0.852,
        "dp.cells": 877,
    },
    "routing": {
        "antenna_left": 0,
        "drtIter0Drc": 509,
        "antenna_cells": 0,
        "dr.pass1.iters": 5,
        "viasPerCell": 5.46,
        "vias": 4878,
        "finalWirelength_um": 12800,
        "wl_per_cell_um": 14.3,
        "drc": 0,
    },
    "hold_path": {
        "hp-class": "reg -> reg",
    },
    "status": {
        "status": "finished, final reports clean",
    },
    "job": {
        "warning_count": 31,
        "maxCapViolCount": 0,
    },
}
[synth_stat cells, types with 3 or more instances]
cell       number
nor2b_1        13
a211oi_1        3
buf_2           4
nor3_1         10
nand4b_1        3
xor2_1         19
a221oi_1        5
nor4_1          4
buf_4          10
xnor2_1        22
o21a_1          6
nand3b_1        7
or2_2           5
a22oi_1         3
inv_1          37
o2111ai_1       5
nand3_1        35
a32oi_1         3
o31ai_1         5
ha_1           39
a21o_1          7
a2111oi_0       3
clkbuf_1       18
a21oi_1        33
o22ai_1         7
nand4_1         9
and2_1          4
o21ai_0        38
and4_1          5
dfstp_2         3
mux2i_1         5
nand2_1        65
o211ai_1        6
nand2b_1        7
or3_1           7
and3_1          7
a2bb2oi_1       3
o22a_1          3
dfrtp_1        81
mux2_2         16
nor2_1         72
[cell families after synthesis]
logic type,share of synthesized area [%]
flip-flops,35.4
XOR/XNOR,6.04
adder cells (fa/ha/maj),8.38
AND/OR/NAND/NOR,22.6
other,0.126
buffers and inverters,5.72
multiplexers,4.12
AND-OR/OR-AND,17.6
[final timing paths]
kind | from | end | slack (ns) | depth (start not counted)
max in group asynchronous | debouncer.reset_button_out | clock_manager.Q1[9] | 4.64 | 4
max | sensors_input[6] | LED2[1] | 0.63 | 8
max reg2reg | sensors_input_module.data[5] | threshold_comparator.data_u[3] | 3.04 | 9
min in group asynchronous | debouncer.reset_button_out | clock_manager.Q2[4] | 0.65 | 3
min reg2reg | sensors_input_module.data[0] | threshold_comparator.data_u[0] | 0.43 | 0
min | sensors_input_module.data[0] | threshold_comparator.data_u[0] | 0.43 | 0
[power breakdown]
part / total (mW) / internal [mW] / leakage, nW / switching [mW]
Clock: 0.537 / 0.320 / 0.149 / 0.216
Sequential: 0.540 / 0.540 / 1.11 / 0.00000429
Combinational: 0.0452 / 0.0222 / 1.55 / 0.0230
[final cells by class]
| type | count | area share (%) |
|---|---|---|
| inverter | 38 | 2.15 |
| clock inverter | 6 | 1.03 |
| clock buffer | 10 | 3.57 |
| tap | 184 | 3.44 |
| sequential | 84 | 31.5 |
| timing repair buffer | 40 | 5.76 |
| multi-input combinational | 531 | 52.6 |
[registers in the layout (all words and copies together) (netlist names)]
register and cells:
clock_manager.Q1 17, clock_manager.Q2 27, debouncer.prev_reset 1, debouncer.prev_saveH 1
debouncer.prev_saveL 1, debouncer.reset_button_out 1, debouncer.saveH_button_out 1, debouncer.saveL_button_out 1
display_controller.Q 2, sensors_input_module.data 7, threshold_comparator.GOET 1, threshold_comparator.LOET 1
threshold_comparator.data_h 1, threshold_comparator.data_t 4, threshold_comparator.data_u 4, threshold_programmer.high_threshold 7
threshold_programmer.low_threshold 7
[critical path, stage by stage]
cell	delay (ns)
clkdlybuf4s50_1	0.48
or3_1	0.42
or2_2	0.34
a2111oi_0	0.44
buf_4	0.22
nor3_1	0.08
a2111oi_0	0.58
clkdlybuf4s50_1	0.57
[layer usage]
layer	wire length, um	part of all wire [%]	vias to the layer above
met5	0	0	-
met4	184	1.4	0
met3	602	4.7	14
met2	5550	44	114
met1	6420	50	2270
li1	-	-	2480
[placed cells by master (no fill, tap or decap), types with 4 or more instances in the layout]
cell,n
mux2_2,16
clkdlybuf4s50_1,34
o21ai_0,38
clkbuf_16,9
o31ai_1,5
a221oi_1,5
o2111ai_1,5
and2_1,4
nand3_1,35
and3_1,7
or3_1,7
and4_1,5
inv_1,37
a21o_1,7
mux2i_1,5
nand2_1,65
dfrtp_1,81
xnor2_1,22
nor2_1,72
nor3_1,10
o21a_1,6
or2_2,5
o22ai_1,7
xor2_1,19
nor4_1,4
conb_1,7
o211ai_1,6
nand2b_1,7
nand3b_1,7
ha_1,39
nand4_1,9
nor2b_1,13
a21oi_1,33
buf_4,6
[metrics by stage]
step | hold WS [ns] | util [%] | area [um^2]
after floorplan | 0.354 | - | 5960
after global placement | 0.426 | 43.9 | 6380
after detailed placement | 0.400 | 43.9 | 6380
after CTS | 0.418 | 46.0 | 6690
after global routing | 0.420 | 46.0 | 6690
final | 0.426 | 46.0 | 6690
Power and IR drop assume default switching activity.
